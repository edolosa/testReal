==> /design/flow/design.v <==
module addsub #(parameter dw=8)
(
  input [dw-1:0] dataa,		      
  input [dw-1:0] datab,
  input          add_sub,	      
  input          clk,			  
  output logic [dw-1:0] result	  
);
always_comb begin  
if(add_sub) begin
	result = dataa + datab;
end else begin
	result = dataa - datab;
end
end
endmodule
module counter_down	#(parameter dw=8, parameter WIDTH=7)
(
  input               clk,
  input               reset,
  input               ena,
  output logic [dw-1:0] result);
  always @(posedge clk) begin
  if((reset == 1) && (ena == 1)) begin
	result = WIDTH;
  end else if((reset == 1) && (ena == 0)) begin
	result = WIDTH;
  end else if((reset == 0) && (ena == 1)) begin 
	result = result - 1;
  end else begin
	result = result;
  end
  end
endmodule	
module mux2 #(parameter WIDTH = 8)
             (input  [WIDTH-1:0] d0, d1, 
              input              s, 
              output logic [WIDTH-1:0] y);
assign y = (s) ? d1 : d0; 
endmodule
module mux3 #(parameter WIDTH = 8)
             (input [WIDTH-1:0] d0, d1, d2,    
              input [1:0]       s, 		    
              output logic [WIDTH-1:0] y);		    
always_comb
begin: MUX3
  if (s[1] == 1) begin
    y = d2;
  end else begin
    y = (s[0] == 1) ? d1 : d0;
  end
end
endmodule
module mux5 (input      d0, d1, d2, d3, d4,	  
              input      [2:0]       s, 	  
              output logic y);				  
always_comb begin
if(s == 0)
	y = d0;
else if(s == 1)
	y = d1;
else if(s == 2)
	y = d2;
else if(s == 3)
	y = d3;
else if(s == 4)
	y = d4;
else
	y = 0;
end
endmodule
module register # (parameter N = 8)
  (input clk,
   input [N-1:0] in,		   
   output logic [N-1:0] out,   
   input load,				   
         clear
   );
  always_ff @ (posedge clk, posedge clear)	begin
   if(clear) begin
		out <= 0;
	end else begin
		if(load) begin
			out <= in;
		end
  end
  end
endmodule
module register_hl # (parameter N = 16)
 (input                clk,
  input [N/2-1:0]      inh,			   
  input [N/2-1:0]      inl,
  input                loadh,          
  input                loadl,
  input                clear,
  output logic[N-1:0]  out	  	);	   
  always_ff @ (posedge clk, posedge clear) begin
	if(clear) begin
		out[N-1:N/2] <= 0;
		out[N/2-1:0] <= 0;
	end else begin
		if(loadh == 0 && loadl == 1) begin
			out[N/2-1:0] <= inl;
		end else if(loadh == 1 && loadl == 0) begin
			out[N-1:N/2] <= inh;
		end else if(loadh == 1 && loadl == 1) begin
			out[N-1:N/2] <= inh;
			out[N/2-1:0] <= inl;
		end else begin
			out[N-1:N/2] <= out[N-1:N/2];
			out[N/2-1:0] <= out[N/2-1:0];
		end
	end
  end	
endmodule
module robs_control_unit_micro(
  input clk, reset,
        zq, zy, zr,
  output[14:0] c,
  output logic done
	);
  wire        load_incr;
  wire [ 4:0] upc;
  wire [22:0] uinstr;
  upcreg upc_reg(clk, reset, load_incr, uinstr[19:15], upc);
  mux5 cs_mux(1'b0, zq, zr, zy, 1'b1, uinstr[22:20], load_incr);
  rom control_memory(upc, uinstr);
  assign c = uinstr[14:0];
  always_latch 
    if(reset)          done = 0;
    else if(upc == 17) done = 1;
endmodule
module robs_datapath #(parameter WIDTH = 8)
  (
  input clk, reset,
  input [WIDTH-1:0] multiplier, multiplicand,
  input[14:0]  c,
  output [WIDTH*2-1:0] product,
  output logic zq, zr
	);
  wire [WIDTH-1:0] y, a, in_x, x, in_rh, in_rl, alu_out, q;
  wire [WIDTH*2-1:0] r, sr;
  register reg_y(clk, multiplicand, y, c[0], 1'b0);
  register reg_a(clk, r[WIDTH*2-1:WIDTH], a, c[14], c[2]);
  register reg_x(clk, in_x, x, c[3], 1'b0);
  register_hl reg_r(clk, in_rh, in_rl, c[8], c[9], 1'b0, r);
  right_shift_register sign_ext(clk, c[12], r, c[11], sr); 
  mux2 #(8) mux_x(.d0(multiplier), .d1(r[WIDTH-1:0]), .s(c[7]), .y(in_x));
  mux3 #(8) mux_rh(.d0(a), .d1(sr[WIDTH*2-1:WIDTH]), .d2(alu_out), .s(c[5:4]), .y(in_rh));
  mux2 #(8) mux_rl(.d0(x), .d1(sr[WIDTH-1:0]), .s(c[6]), .y(in_rl));
  addsub addsub(.dataa(r[WIDTH*2-1:WIDTH]), .datab(y), .add_sub(c[10]), .clk, .result(alu_out));
  counter_down decrement8(clk, c[1], c[13], q);
	assign product = {a,x};
	always_comb begin
	if(r % 2 == 0)
		zr = 1;
	else
		zr = 0;
	if(q % 8 == 0)
		zq = 1;
	else
		zq = 0;
	end
endmodule
module robsmult #(parameter WIDTH = 8)
  (
  input clk,
  input reset,
  input [WIDTH-1:0] multiplier,
  input [WIDTH-1:0] multiplicand,
  output [WIDTH*2-1:0] product,  
  output done  
  );
  wire[14:0] c;	
  wire zq, zy, zr;
  robs_control_unit_micro cu(.clk, .reset, .zq, .zy, .zr, .c, .done);	
  robs_datapath dp(.clk, .reset, .multiplier, .multiplicand, .c, .product, .zq, .zr);
  assign zy = ~multiplicand[WIDTH-1];	 
endmodule
module rom(
  input [4:0] addr, 		 
  output [22:0] data);		 
  logic  [22:0] mem[0:17];	 
    initial begin
            mem[00] = 23'b00000001000000000000011;
            mem[01] = 23'b00000010000000000001100;
            mem[02] = 23'b00000011000001100000000;
            mem[03] = 23'b00101100000000000000000;
            mem[04] = 23'b01000110000000000000000;
            mem[05] = 23'b00000110000010100100000;
            mem[06] = 23'b01101001000000000000000;
            mem[07] = 23'b00001000001000000000000;
            mem[08] = 23'b10001010000000000000000;
            mem[09] = 23'b00001010001100000000000;
            mem[10] = 23'b00001011010001101010000;
            mem[11] = 23'b10000011000000000000000;
            mem[12] = 23'b01001110000000000000000;
            mem[13] = 23'b00001110000000100100000;
            mem[14] = 23'b00001111001000000000000;
            mem[15] = 23'b00010000000001101010000;
            mem[16] = 23'b00010001100000010001000;
            mem[17] = 23'b10010001000000000000000;
        end
  assign  data  = mem[addr];
endmodule
module right_shift_register #(parameter width = 16)(
  input             clk,
  input             enable,		  
  input signed [width-1:0] in,           
  input             mode,         
  output logic signed [width-1:0] out);  
	always @(posedge clk) 	begin
		if((enable) && (mode)) begin
			 out = in >> 1;
		end else if(enable && !(mode)) begin
			out = in >>> 1;
		end else begin
			out = out;
		end
    end
endmodule
module toprobertsons(
  input        clk, reset, 
  input [ 7:0] multiplier,    
               multiplicand,  
  output[15:0] product,       
  output       done           
    );
  robsmult mult(clk, reset, multiplier, multiplicand, product, done);
endmodule
module upcreg(
  input              clk,
  input              reset,
  input              load_incr,
  input [4:0]        upc_next,
  output logic [4:0] upc);
  always_ff @ (posedge clk, posedge reset) begin
  if(reset) begin
	upc <= 0;
  end else if(load_incr == 0) begin
	upc <= upc+1;
  end else if(load_incr) begin
	upc <= upc_next;
  end else begin
	upc <= upc;
  end
  end
endmodule    
==> /design/flow/run.sh <==
#!/bin/bash
# OpenROAD 26Q1-2900-gdf79404cd8, Yosys 0.63+post, stock flow scripts
make -C /OpenROAD-flow-scripts/flow DESIGN_CONFIG=/design/flow/config.mk WORK_HOME=/design/flow/orfs finish
==> /design/flow/config.mk <==
export PLATFORM = sky130hd
export DESIGN_NAME = toprobertsons
export DESIGN_NICKNAME = toprobertsons
export VERILOG_FILES = /design/flow/design.v
export SDC_FILE = /design/flow/constraint.sdc
export NUM_CORES = 4
export LEC_CHECK = 1
export CORE_UTILIZATION = 30
==> /design/flow/constraint.sdc <==
current_design toprobertsons

set clk_period 1.8
set clk_io_pct 0.2

create_clock -name clk0 -period $clk_period [get_ports {clk}]

set non_clock_inputs [all_inputs -no_clocks]
set_input_delay [expr $clk_period * $clk_io_pct] -clock clk0 $non_clock_inputs
set_output_delay [expr $clk_period * $clk_io_pct] -clock clk0 [all_outputs]
==> run summary <==
fresh numbers from the pnr run: vias 2511, DRT antenna net count 0, pre-placement core utilization 31.2%, setup slack at placement -0.943 ns, post-synthesis cell count 271, DP Wirelength 4.99 mm, Synth area leader edfxtp_1, synthesis-stage register bit count 65, Netlist Area Pre-Place 0.00341 mm², Final min period 2.64 ns, drt initial violations 113, final WL 7.39 mm, pwr/cell area 668 mW/mm², vias in the first global route 2474, synthesized area per cell 12.6 µm², clk buf depth 2, failing checks negative setup slack, Net Sw Power 668 µW, Max-slew headroom 76.5%, crit path DRT 1.88 ns, clock-pin transition on the worst setup and hold timing paths 0.06 ns, Comb area 0.00169 mm², WL/cell 14.2 µm, CP Launch Type flop, worst ir drop on vdd 0.483 mV, CTS H-tree depth 3, Critical Path Fanout Max 4, largest net degree at the start of global routing 20, Routability Congestion 0.872, Num CTS Buffers 9, Slowest-stage cell, CP dfrtp_1, synth warn 11, slowest stage delay, CP 0.38 ns, Finish-stage setup viols 28, ys async rst share 20.0%, main flop type edfxtp_1, Int Power 2690 µW, ys cells 271, Setup TNS Final -5.28 ns, most instantiated logic cells after routing buf_4, edfxtp_1, clkdlybuf4s50_1, Pre-antenna DRT Iters 4, Yosys top cell area share 41.4%, actual slew at the worst max-slew pin 0.352 ns, fill count 974, Tot GR Track Use 14.0%, clk root buf clkbuf_16, critical path type flop to flop, outcome complete, but fails checks, clock power share 51.7%, register pins left without a clock 1, first-pass GRT wire length 12.4 mm, Synth cell types 55, number of remaining DRC errors 0, CP Capture Type flop, Ports 35, post-route setup slack -0.844 ns, Antenna Cells 0, fin crit share 147%, Reg2Reg Depth 12, Layout area overhead 47.6%, Post-synth EDFFs 47, LEAKAGE 0.00191 µW, biggest area cells edfxtp_1, dfrtp_1, mux2_2, biggest regs mult.dp.reg_r.out: 16 flops, mult.dp.sign_ext.out: 16 flops, Core Rows 38, Port Buffers 34, Worst Clk Skew 0.00996 ns, YS chip area 0.00341 mm², final core occ 46.0%, RSZ-0062 raised after global routing yes, Net Sw Frac 19.9%, layout cells sized above 1 42.1%, clock latency (worst-skew pair) 0.33 ns, Hold WC Path Type input pin to async pin, CTS tree done, endpoints left unconstrained 2, Chip Area 0.0118 mm², WHS 0.298 ns, DR vias/cell 4.81, Die Wd 109 µm, endpoints failing hold 0, Max Clock Freq 0.378 GHz, OpenROAD warning count 35, CTS Hold Bufs 0, initial antenna violation count 0, crit-path cells inv_2, ha_4, nor4bb_4, buf_4, nor2_4, xnor2_2, ha_1, a21oi_2, a21boi_2, o21a_1, or3_1, a31o_2, CP arrival 2.72 ns, sequential share of power 46.8%, leftover overflow at the end of global routing 0, Max-Cap Viols 0, dominant logic cell type in the layout buf_4, Reg area 0.00183 mm², final slew viol count 0, die height 109 µm, area of the core 0.0109 mm², Gate power share 1.5%
-- repair_timing --
action,CTS,global route
setup buffers,8,7
gates cloned,1,0
gates resized,40,15
pin swaps,19,13
endpoints found under the setup margin,37,69
-- synthesized netlist by cell type, types with 2 or more instances --
| library cell | n |
|---|---|
| dfxtp_1 | 4 |
| o21ai_0 | 12 |
| mux2_1 | 3 |
| nand3_1 | 5 |
| edfxtp_1 | 47 |
| clkbuf_1 | 2 |
| buf_6 | 3 |
| o21a_1 | 2 |
| dfrtp_1 | 13 |
| xnor2_1 | 6 |
| ha_1 | 18 |
| buf_2 | 5 |
| a31oi_1 | 4 |
| a211oi_1 | 2 |
| nand3b_1 | 2 |
| xor2_1 | 5 |
| o211ai_1 | 2 |
| nand2_1 | 15 |
| inv_2 | 2 |
| nor3_1 | 3 |
| o21ai_1 | 5 |
| a21oi_1 | 11 |
| nor2_1 | 15 |
| and3_1 | 2 |
| nor2b_1 | 2 |
| nor4_1 | 2 |
| a21oi_4 | 2 |
| nand2b_1 | 4 |
| mux2i_1 | 8 |
| inv_1 | 14 |
| a21o_1 | 2 |
| mux2_2 | 26 |
-- metrics by stage --
step                      instances  power, µW  cell area, µm²
after detailed placement        493       1650            4380
final                           522       3360            5030
after floorplan                 271       1610            3490
after CTS                       518       3400            4940
after global placement          493       1650            4380
after global routing            522       3470            5030
-- per-layer routing --
metal	track usage [%]	vias to the layer above	routed length, µm
met2	20.5	82	3200
met4	1.45	0	78
met3	3.99	8	553
met1	22.1	1211	3560
met5	0	-	0
li1	-	1210	-
-- cell families (layout without fill, tap and decap cells) --
family / Yosys count / after routing / share of synthesized area (%)
flops: 64 / 64 / 53.3
buf+inv: 27 / 138 / 3.93
simple gates: 56 / 56 / 8.44
xor+xnor: 12 / 12 / 3.30
fa+ha+maj: 19 / 19 / 7.19
compound gates: 54 / 54 / 11.0
mux: 38 / 38 / 12.4
latches: 1 / 1 / 0.440
-- power by group through the flow --
stage                 combinational (µW)  sequential (µW)  clock, µW
after CTS                           50.0             1570       1780
after global routing                53.5             1570       1850
final                               49.6             1570       1740
-- path summary, 6_finish.rpt --
| path | startpoint | to | slack (ns) |
|---|---|---|---|
| worst min-delay path | reset | mult.cu.upc_reg.upc[3] | 0.30 |
| max in group asynchronous | mult.cu.upc_reg.upc[0] | mult.dp.reg_a.out[0] | 0.72 |
| worst min register to register | mult.dp.reg_r.out[5] | mult.dp.sign_ext.out[4] | 0.45 |
| min in group clk0 | mult.dp.reg_r.out[5] | mult.dp.sign_ext.out[4] | 0.45 |
| worst max register to register | mult.cu.upc_reg.upc[1] | mult.dp.reg_r.out[13] | -0.84 |
| worst max-delay path | mult.cu.upc_reg.upc[1] | mult.dp.reg_r.out[13] | -0.84 |
-- worst max-delay path: cells and delay by family, from the launching register on --
| family | cells | cell delay [ns] |
|---|---|---|
| fa+ha+maj | 2 | 0.43 |
| xor+xnor | 1 | 0.14 |
| buf+inv | 2 | 0.27 |
| simple gates | 3 | 0.53 |
| flops | 1 | 0.38 |
| compound gates | 4 | 0.63 |
-- layout make-up --
cell class,instances,share of cell area (%)
Clock inverter,7,1.52
Inverter,16,1.29
Multi-Input combinational cell,179,33.6
Tap cell,140,3.48
Sequential cell,65,36.4
Clock buffer,9,4.48
Timing Repair Buffer,106,19.2
Power figures rest on the tool's default switching activity, not on a simulated workload.
